`design/flow/config.mk`:
```
export PLATFORM = sky130hd
export DESIGN_NAME = cpu_registers
export DESIGN_NICKNAME = cpu_registers
export VERILOG_FILES = /design/flow/design.v
export SDC_FILE = /design/flow/constraint.sdc
export NUM_CORES = 4
export LEC_CHECK = 1
export CORE_UTILIZATION = 50
```
`design/flow/run.sh`:
```
#!/bin/bash
# OpenROAD 26Q1-2900-gdf79404cd8, Yosys 0.63+post, stock flow scripts
make -C /OpenROAD-flow-scripts/flow DESIGN_CONFIG=/design/flow/config.mk WORK_HOME=/design/flow/orfs finish
```
`design/flow/constraint.sdc`:
```
current_design cpu_registers

set clk_period 9.2
set clk_io_pct 0.2

create_clock -name clk0 -period $clk_period [get_ports {clk}]

set non_clock_inputs [all_inputs -no_clocks]
set_input_delay [expr $clk_period * $clk_io_pct] -clock clk0 $non_clock_inputs
set_output_delay [expr $clk_period * $clk_io_pct] -clock clk0 [all_outputs]
```
`design/flow/design.v`:
```
`timescale 1ns / 1ps
module cpu_registers (
    input wire clk,	
    input wire rst , 
    input wire write_en,
    input wire [4:0] src1_addr,
    input wire [4:0] src2_addr, 
    input wire [4:0] dst_addr, 
    input wire [32-1:0]data_in    ,  
    output wire [32-1:0] src1_out  ,   
    output wire [32-1:0] src2_out  
);
reg [32-1:0] RFILE [32-1:0];
integer i;
assign src1_out = RFILE[src1_addr] ; 
assign src2_out = RFILE[src2_addr] ; 
always @(posedge clk)
begin 
    if (rst) begin 
        for (i = 0; i < 32; i = i + 1) begin
            RFILE[i] <= { 32 {1'b0} } ; 
        end 
    end else begin 
        if (write_en) begin 
            RFILE[dst_addr] <= data_in;				
        end 	
    end
end
endmodule
```
==> summary.txt <==
run results: detailed placer's ending HPWL=between 100 and 150 mm, Crit. Startpoint=src1_addr[2], switching power=around 2.8 mW, Final Hold Slack=2.01 ns, CTS buffer count=around 110, outcome=complete, no violations, synthesized chip area reported by yosys=56500 um2, Final Wtd Congestion=0.876, Tightest Hold Check Type=input port to flip-flop, wire length of the first global-routing pass=271 mm, routed wire length per instance=31.2 um, yosys cell count=around 4600, Post-synth regs=1024, Ports=about 110, worst supply voltage drop on vdd=between 100 and 150 uV, placed insts=5939, post-CTS setup buffer count=0, clock-pin slew on the worst setup and hold paths=0.06 ns, arrival time of data at the critical path endpoint=5.20 ns, Yosys warning total=1, hold buffer count at CTS=0, vias in the first global route=38700, antenna viol nets, final=0, ordered list of cells on the worst path=clkdlybuf4s50_1 -> and2_4 -> buf_12 -> a22o_1 -> nor3_1 -> a31oi_1 -> nand3_1 -> clkdlybuf4s50_1, classification of the worst setup path=input port to output pin, sum of overflow across all layers after global routing=0, required time of the critical path=approximately 7.4 ns, chip footprint=~110000 um2, area share of the leading cell type in the synthesized netlist=0.545, cell type with the largest total area after synthesis=sky130_fd_sc_hd__edfxtp_1, time the final worst path needs with I/O delays and setup=7.04 ns, Syn Std Cell Area=about 56000 um2, vias per cell=between 6 and 7, type of element capturing the critical path=output pin, synthesized instance count=around 4600, Gates resized, CTS repair=0, Sw Share=0.255, combinational group share of total power=0.122, root buf cell=sky130_fd_sc_hd__clkbuf_16, most used standard cell by instance count after synthesis=sky130_fd_sc_hd__and2_1, number of distinct library cells after synthesis=31, post-synth tally of flip-flops with integrated enable=just over 1000, leading cell types by total area after synthesis=sky130_fd_sc_hd__edfxtp_1 54%, sky130_fd_sc_hd__mux2i_1 18%, sky130_fd_sc_hd__and2_1 11%, drt initial violations=approximately 2200, CTS Sinks=1024, critical path launch point type=input port, ratio of cells with drive above 1 in the final layout=0.0818, register bank with the most flops=RFILE, deepest level of the CTS H-tree=3, area of the core=between 100000 and 150000 um2, sequential share of power=0.496, Final Cycle Share=0.765, number of hold violations in the final report=0, CTS tree=done, initial antenna violation count=8, Rel. slew slack=0.361, worst setup path endpoint=src1_out[27], top_reg_cell synth=sky130_fd_sc_hd__edfxtp_1, highest fanout seen on the critical path=between 70 and 80, peak clock frequency supported by timing=142 MHz, unrepaired setup endpoints after global routing=no, number of buffers between clock root and the deepest sink=3, top post-synthesis cells by count=1026 x sky130_fd_sc_hd__and2_1, 1024 x sky130_fd_sc_hd__edfxtp_1, 1024 x sky130_fd_sc_hd__mux2i_1, 195 x sky130_fd_sc_hd__nand2_1, 193 x sky130_fd_sc_hd__nand3_1, clock network power share=0.381, layout overhead on the synthesized area=9.69%, Pre-Place Util=0.507, number of maximum-capacitance constraint violations=0, Crit-path slowest cell=sky130_fd_sc_hd__clkdlybuf4s50_1, Post-Route Setup TNS=0 ns, Least-Margin Pin Slew=around 0.96 ns, standard-cell rows=around 120, leakage power=24.1 nW, share of synthesized registers carrying an async set or reset=0, via count=37800, iteration count of the initial detailed-routing pass=6, largest registers=RFILE (1024), fin. max-slew vios=0, max incr delay on CP=around 0.62 ns, number of warnings the tools reported=26, PortBufs=roughly 110, most repeated library cell on the critical path=sky130_fd_sc_hd__clkdlybuf4s50_1, Total Routed Length=between 150 and 200 mm, non-filler instance count after layout=around 6200, max FFs per register=approximately 1000, drc violations=0, vertical die dimension=roughly 340 um, per-instance average area after synthesis=12.2 um2, Total GRT Usage=0.370, final setup vio count=0, share of the yosys chip area belonging to registers=0.545, largest net degree at the start of global routing=slightly above 90, Cell Pwr Density=between 150 and 200 nW/um2, final-layout fill cell count=8909, cell internal pwr=8.26 mW, chip width=roughly 340 um
[how the worst min path moves through the flow]
stage	start	endpoint	slack (ns)	cells past startpoint
after CTS	data_in[9]	RFILE[24][9]	1.96	2
after global routing	data_in[9]	RFILE[31][9]	2.01	2
final	data_in[9]	RFILE[26][9]	2.01	2
[placed cells by master, fill, tap and decap left out, types with 3 or more instances in the layout]
cell type / count
sky130_fd_sc_hd__or2_2: 34
sky130_fd_sc_hd__nor2_4: 30
sky130_fd_sc_hd__edfxtp_1: 1024
sky130_fd_sc_hd__buf_12: 16
sky130_fd_sc_hd__clkdlybuf4s50_1: 111
sky130_fd_sc_hd__nand2_2: 3
sky130_fd_sc_hd__and2_1: 1024
sky130_fd_sc_hd__clkinv_1: 26
sky130_fd_sc_hd__buf_4: 130
sky130_fd_sc_hd__clkbuf_1: 34
sky130_fd_sc_hd__diode_2: 9
sky130_fd_sc_hd__nor2_8: 4
sky130_fd_sc_hd__a31oi_1: 64
sky130_fd_sc_hd__nand2_1: 193
sky130_fd_sc_hd__mux2i_1: 1024
sky130_fd_sc_hd__nand3b_1: 3
sky130_fd_sc_hd__clkinv_2: 23
sky130_fd_sc_hd__bufinv_16: 3
sky130_fd_sc_hd__nand2b_2: 4
sky130_fd_sc_hd__a22o_1: 128
sky130_fd_sc_hd__nor2b_4: 4
sky130_fd_sc_hd__nand3_1: 193
sky130_fd_sc_hd__clkbuf_16: 116
sky130_fd_sc_hd__a22oi_1: 192
sky130_fd_sc_hd__nor3_1: 64
sky130_fd_sc_hd__a21oi_1: 192
sky130_fd_sc_hd__clkinv_8: 3
[power by group through the flow]
stage	sequential, mW	clock, mW	combinational [mW]
4_1_cts	5.50	4.28	1.34
5_1_grt	5.54	4.46	1.43
6_report	5.50	4.23	1.36
[kinds of logic after synthesis]
group / after synthesis / synth area share
DFF: 1024 / 0.545
AOI/OAI and AO/OA: 576 / 0.0695
buffers and inverters: 448 / 0.0434
muxes: 1024 / 0.182
and+or+nand+nor: 1568 / 0.161
[routing by layer]
| layer | global-route usage | vias up | share of wire |
|---|---|---|---|
| met5 | 0.00298 | - | 0.00026 |
| met4 | 0.145 | 4 | 0.050 |
| met3 | 0.214 | 493 | 0.14 |
| met2 | 0.543 | 2147 | 0.46 |
| met1 | 0.468 | 18300 | 0.35 |
| li1 | - | 16800 | - |
[area by class of cell]
type	instances	area (um2)	area share
clock buffer	150	3030	0.0489
tap	1488	1860	0.0301
multi-input combinational	3168	23500	0.379
antenna	9	22.5	0.000364
clock inverter	57	369	0.00596
sequential	1024	30700	0.496
timing repair buffer	259	2440	0.0394
[worst max-delay path, delay by kind of cell]
family	cells	cell delay, ns
AND-OR/OR-AND	2	0.69
buffers and inverters	3	1.56
AND/OR/NAND/NOR	3	0.96
[per-stage QoR]
| stage | setup slack [ns] | utilization | cell area [um2] | power, mW |
|---|---|---|---|---|
| 2_1_floorplan | 4.47 | - | 56500 | 6.36 |
| 3_3_place_gp | 2.27 | 0.526 | 58500 | 6.92 |
| 3_5_place_dp | 2.27 | 0.526 | 58500 | 6.93 |
| 4_1_cts | 2.25 | 0.556 | 61900 | 11.1 |
| 5_1_grt | 2.07 | 0.556 | 61900 | 11.4 |
| 6_report | 2.16 | 0.557 | 61900 | 11.1 |
Power is estimated from default activity; no workload was simulated.
