==> flow/design.v <==
`timescale 1ns / 1ps
module alu (
	input wire [3:0] alu_control,  
	input wire [32-1:0] A, 
	input wire [32-1:0] B , 
	output reg zero, 
	output reg [32-1:0] result
);
reg [32-1:0] temp ; 
always @(alu_control or A or B) 
begin
	case (alu_control)    
		4'b0000 :       result = A & B; 
		4'b0001 :        result = A | B; 
		4'b0010 :       result = A + B; 
		4'b0110 :  result = A - B; 
		4'b1100 :       result = ~(A | B) ; 
		4'b0111 : result = $signed(A) < $signed(B) ?  1 : 0;
		default : temp = { 32 {1'b0} } ; 
	endcase
	zero = (result == 0) ? 1 : 0; 
end 
endmodule
==> flow/run.sh <==
#!/bin/bash
# OpenROAD 26Q1-2900-gdf79404cd8, Yosys 0.63+post, stock flow scripts
make -C /OpenROAD-flow-scripts/flow DESIGN_CONFIG=/design/flow/config.mk WORK_HOME=/design/flow/orfs finish
==> flow/config.mk <==
export PLATFORM = sky130hd
export DESIGN_NAME = alu
export DESIGN_NICKNAME = alu
export VERILOG_FILES = /design/flow/design.v
export SDC_FILE = /design/flow/constraint.sdc
export NUM_CORES = 4
export LEC_CHECK = 1
export CORE_UTILIZATION = 50
==> flow/constraint.sdc <==
current_design alu

set clk_period 12.9
set clk_io_pct 0.2

create_clock -name clk0 -period $clk_period

set non_clock_inputs [all_inputs -no_clocks]
set_input_delay [expr $clk_period * $clk_io_pct] -clock clk0 $non_clock_inputs
set_output_delay [expr $clk_period * $clk_io_pct] -clock clk0 [all_outputs]
==> writeup.txt <==
The leakage component of the power was reported as 3.35 nW. The worst VDD IR drop from the latest analysis is 0.0218 mV. The synthesized instance count is 949. STA classifies the critical path endpoint as an output pin. The report lists the cells along the critical path as clkdlybuf4s50_1, inv_1, ha_1, inv_1, a211oi_1, a21oi_1, o21ai_0, a21oi_1, a211o_1, o211a_2, or4b_1, nor4_2, nand4b_1, nor4_2, clkdlybuf4s50_1. The tool warning count for the run is 104. Per the summary, power density relative to cell area is 43.2 mW/mm2. Once the clock tree was built, the resizer swapped 0 gates to a different size. Logged for this run, the post-placement worst setup slack is 2770 ps.

For the number of global-route vias before repair, the log shows 6771. The slack of the critical path came out at 2600 ps. The remaining max-slew budget at the tightest pin is 0.398, and the area growth from synthesis to final layout is 17.3%.

Wires add up to 23400 um. For reference, the placement row count at floorplan is 41. The x dimension of the die is 115 um. For the maximum clock frequency, the log shows 97.1 MHz. The peak fanout along the critical path came out at 12. The run gives 0 for the hold violation count in the final report. The tools report the startpoint type of the worst setup path as an input port. The initial antenna violation count is 0, and the number of maximum-capacitance constraint violations is 0. The DRC violation total left in the routed layout is recorded as 0.

Flip-flop cell with the highest count after synthesis: sky130_fd_sc_hd__dlxtn_1. In this run, the number of DRC markers left after iteration 0 of detailed routing was 676. Dividing the detail-routed wire length by the instance count gives 19.8 um. The leftover overflow at the end of global routing came out at 0. Yosys mapped the design onto 80 distinct sky130hd cell types. The fraction of registers with async set or reset after synthesis works out to 0. After layout, the minimum clock period comes to 10300 ps.

In the log, the iteration count for the first detailed-route pass is 5. The pin closest to its max-slew limit shows a slew of 901 ps. Setup total negative slack on the finished layout was measured at 0 ps. The required arrival time at the worst endpoint came out at 10320 ps. Worst min-delay path class: input port to output pin.

Worst stage delay on the critical path: 690 ps. The cell area after technology mapping was 0.00644 mm2. The all-layer global routing usage was 0.358; the global-route wire length before repair was 36400 um.

The run gives 0.00644 mm2 for the synthesized chip area reported by yosys. In the placement report, post-DP HPWL is listed as 18700 um. The initial cell density of the core is 0.512.

The vertical die dimension is 115 um, and the largest net degree at the start of global routing is 38. Counting instances, the worst hold path has a depth of 7. The run gives 0 for the count of flip-flops with a built-in enable after synthesis. The final weighted congestion in routability-driven placement was 1.05. Setup repair after global routing left no endpoint under its margin. Fill cells in the final layout number 1236. The path type of the worst setup path is input port to output pin. For reference, the post-synthesis area per instance comes to 6.78 um2. The share of cells above drive strength 1 is 0.0406, and the cell count listed in synth_stat.txt is 949. On the critical path the data arrives at 7720 ps. The area of the core came out at 0.0126 mm2. Counting flops and latches in the post-synthesis netlist gives 32. The final timing report lists a max-slew violation count of 0.

The period utilization was 0.798; the warning count from the yosys run was 1. With the flip-flop count of the largest register, all copies and words added at 32, the via total after detailed routing is 7574. The final tally of setup violations is 0.

The count of buffers added on input and output ports is 101. The post-detailed-route count of antenna-violating nets is 0, and the count of endpoints without a timing constraint is 64. The highest-delay cell along the critical path is sky130_fd_sc_hd__a211oi_1.

The chip occupies 0.0133 mm2. With the post-cts hold-fix buffer tally at 0, the number of top-level pins is 101. The number of register pins that no clock reaches came out at 32.

The routed via count divided by cell count is 6.40. The run finished with clean final reports. The run gives 0 as the number of post-CTS setup repair buffers.
## path summary, 6_finish.rpt
path / startpoint / endpoint / slack (ps)
max: A[5] / zero / 2600
min: B[22] / zero / 6580
## Yosys cell counts, types with 4 or more instances
| cell | number | area [um2] |
|---|---|---|
| sky130_fd_sc_hd__o22ai_1 | 7 | 43.8 |
| sky130_fd_sc_hd__a31o_2 | 6 | 52.6 |
| sky130_fd_sc_hd__o21a_1 | 8 | 60.1 |
| sky130_fd_sc_hd__or4_1 | 6 | 45.0 |
| sky130_fd_sc_hd__and3_1 | 8 | 50.1 |
| sky130_fd_sc_hd__o21ai_0 | 52 | 260 |
| sky130_fd_sc_hd__nor3b_1 | 4 | 30.0 |
| sky130_fd_sc_hd__mux2i_1 | 8 | 80.1 |
| sky130_fd_sc_hd__dlxtn_1 | 32 | 480 |
| sky130_fd_sc_hd__o211ai_1 | 18 | 135 |
| sky130_fd_sc_hd__nor2b_1 | 16 | 100 |
| sky130_fd_sc_hd__or3_1 | 6 | 37.5 |
| sky130_fd_sc_hd__nand4_1 | 10 | 62.6 |
| sky130_fd_sc_hd__a2111oi_0 | 7 | 61.3 |
| sky130_fd_sc_hd__nor4_1 | 9 | 56.3 |
| sky130_fd_sc_hd__buf_6 | 4 | 45.0 |
| sky130_fd_sc_hd__nand2b_1 | 8 | 50.1 |
| sky130_fd_sc_hd__o21bai_1 | 6 | 45.0 |
| sky130_fd_sc_hd__inv_1 | 102 | 383 |
| sky130_fd_sc_hd__clkbuf_1 | 43 | 161 |
| sky130_fd_sc_hd__xnor2_1 | 10 | 87.6 |
| sky130_fd_sc_hd__o31ai_1 | 9 | 67.6 |
| sky130_fd_sc_hd__a221o_1 | 5 | 50.1 |
| sky130_fd_sc_hd__nand4b_1 | 4 | 35.0 |
| sky130_fd_sc_hd__mux2_2 | 4 | 45.0 |
| sky130_fd_sc_hd__a311oi_1 | 4 | 35.0 |
| sky130_fd_sc_hd__nor2_1 | 107 | 402 |
| sky130_fd_sc_hd__a21o_1 | 15 | 113 |
| sky130_fd_sc_hd__buf_1 | 4 | 15.0 |
| sky130_fd_sc_hd__a211o_1 | 5 | 43.8 |
| sky130_fd_sc_hd__a21oi_1 | 71 | 355 |
| sky130_fd_sc_hd__ha_1 | 103 | 1290 |
| sky130_fd_sc_hd__and2_1 | 7 | 43.8 |
| sky130_fd_sc_hd__nor3_1 | 24 | 120 |
| sky130_fd_sc_hd__o311ai_0 | 5 | 43.8 |
| sky130_fd_sc_hd__a221oi_1 | 11 | 96.3 |
| sky130_fd_sc_hd__a211oi_1 | 16 | 120 |
| sky130_fd_sc_hd__o221ai_1 | 7 | 61.3 |
| sky130_fd_sc_hd__nand2_1 | 62 | 233 |
| sky130_fd_sc_hd__a31oi_1 | 17 | 106 |
| sky130_fd_sc_hd__o2111ai_1 | 6 | 52.6 |
| sky130_fd_sc_hd__nand3_1 | 23 | 115 |
## critical path, delay by kind of cell
kind | cells | cell delay, ps
simple gates | 4 | 1260
buf+inv | 4 | 1310
compound gates | 6 | 2030
fa+ha+maj | 1 | 510
## cell type report
type / instances / area [um2] / area share
Inverter: 103 / 387 / 0.0512
Multi-Input combinational cell: 761 / 5360 / 0.710
Sequential cell: 32 / 480 / 0.0637
Tap cell: 172 / 215 / 0.0285
Antenna cell: 2 / 5.00 / 0.000663
Timing Repair Buffer: 113 / 1100 / 0.146
## report_power, final
part	switching, mW	internal (mW)	total (mW)
combinational	0.182	0.124	0.306
sequential	0.00276	0.0178	0.0205
clock	0	0.0000000288	0.0000000288
total	0.185	0.142	0.326
## stage by stage
stage / power [mW] / instances / instance area (um2) / util / hold slack (ps)
global placement: 0.320 / 1181 / 7540 / 0.600 / 6560
CTS: 0.319 / 1181 / 7540 / 0.600 / 6580
global route: 0.353 / 1181 / 7540 / 0.600 / 6660
detailed placement: 0.317 / 1181 / 7540 / 0.600 / 6580
finish: 0.326 / 1183 / 7550 / 0.600 / 6580
floorplan: 0.207 / 949 / 6440 / - / 5560
## layer usage
layer | vias up | GRT usage | wire (um)
met5 | - | 0 | 0
met4 | 0 | 0.0987 | 707
met3 | 68 | 0.0858 | 2740
met2 | 449 | 0.537 | 9920
met1 | 3468 | 0.514 | 10000
li1 | 3589 | - | -
## cell usage in the layout (no fill, tap or decap), types with 9 or more instances in the layout
cell	netlist	final
sky130_fd_sc_hd__nor4_1	9	9
sky130_fd_sc_hd__xnor2_1	10	10
sky130_fd_sc_hd__o21ai_0	52	52
sky130_fd_sc_hd__buf_4	0	12
sky130_fd_sc_hd__ha_1	103	103
sky130_fd_sc_hd__a21oi_1	71	71
sky130_fd_sc_hd__nor2b_1	16	16
sky130_fd_sc_hd__a211oi_1	16	16
sky130_fd_sc_hd__dlxtn_1	32	32
sky130_fd_sc_hd__clkdlybuf4s50_1	0	101
sky130_fd_sc_hd__nand4_1	10	10
sky130_fd_sc_hd__o31ai_1	9	9
sky130_fd_sc_hd__nand3_1	23	23
sky130_fd_sc_hd__a21o_1	15	15
sky130_fd_sc_hd__o211ai_1	18	18
sky130_fd_sc_hd__inv_1	102	102
sky130_fd_sc_hd__nor3_1	24	24
sky130_fd_sc_hd__a31oi_1	17	16
sky130_fd_sc_hd__nor2_1	107	107
sky130_fd_sc_hd__nand2_1	62	62
sky130_fd_sc_hd__a221oi_1	11	11
## cell families after synthesis
logic type / after synthesis / share of synthesized area
adder cells (fa/ha/maj): 105 / 0.206
latches: 32 / 0.0746
AND-OR/OR-AND: 316 / 0.339
XOR/XNOR: 12 / 0.0163
AND/OR/NAND/NOR: 316 / 0.248
buffers and inverters: 156 / 0.0960
multiplexers: 12 / 0.0194
Power is estimated from default activity; no workload was simulated.
